==> flow/design.v <==
`timescale 1ns / 1ps
module spi_slave(
    input  logic        spi_clk,
    input  logic        rst_n,
    input  logic        cs_n,
    input  logic        spi_i,
    output logic         spi_o
    );
    logic [31:0] sr;
    logic in_buffer;
    parameter sr_default = 32'h1234abcd;
    always_ff @(posedge spi_clk or negedge rst_n) begin
        if (!rst_n) begin
            in_buffer <= 1'b0;
        end
        else begin
            in_buffer <= spi_i;
        end
    end
    always_ff @(negedge spi_clk or negedge rst_n) begin
        if (!rst_n) begin
            sr <= sr_default;
        end
        else sr <= {sr[30:0], in_buffer};
    end
    always_comb begin
        spi_o = sr[31];
    end
endmodule
==> flow/run.sh <==
#!/bin/bash
# OpenROAD 26Q1-2900-gdf79404cd8, Yosys 0.63+post, stock flow scripts
make -C /OpenROAD-flow-scripts/flow DESIGN_CONFIG=/design/flow/config.mk WORK_HOME=/design/flow/orfs finish
==> flow/config.mk <==
export PLATFORM = sky130hd
export DESIGN_NAME = spi_slave
export DESIGN_NICKNAME = spi_slave
export VERILOG_FILES = /design/flow/design.v
export SDC_FILE = /design/flow/constraint.sdc
export NUM_CORES = 4
export LEC_CHECK = 1
export CORE_AREA = 10 10 93 93
export DIE_AREA = 0 0 103 103
==> flow/constraint.sdc <==
current_design spi_slave

set clk_period 1.0
set clk_io_pct 0.2

create_clock -name clk0 -period $clk_period [get_ports {spi_clk}]

set non_clock_inputs [all_inputs -no_clocks]
set_input_delay [expr $clk_period * $clk_io_pct] -clock clk0 $non_clock_inputs
set_output_delay [expr $clk_period * $clk_io_pct] -clock clk0 [all_outputs]
==> changes_impl.md <==
## Implementation

- Run status: finished with violations
- Violated checks: setup timing
- R2R setup slack: 0.13 ns
- Setup bufs post-CTS: 0
- Share of layout cells above drive strength 1: 0.4286
- Yosys Warn Count: 1
- Critical path class: register to output port
- Global placement routability congestion: approximately 0.74
- Root Driver: clkbuf_8
- Antenna violations before repair: 0
- CTS tree: yes
- Fp_density: 0.1256
- Total Routing Usage GR: 0.02244
- Worst-Margin Slew: approximately 0.14 ns
- Worst Hold Class: register to register
- Clock H-tree levels: 2
- Drt first pass iters: 2
- Global-route wire length before repair: 1.828 mm
- Pint: about 2100 µW
- Register bit count reported by yosys: 33
- Cts bufs inserted: 5
- Mux frac, synth: 0
- Post-DRT Antenna Nets: 0
- CP max stage delay: 0.37 ns
- Met1 usage: 0.03211
- Req. time, crit path: about 0.80 ns
- Via count: 335
- Syn avg cell area: 24.95 µm²
- Comb area leader: buffers and inverters
- WHS Path Cells: 0
- Critical Path Stages: 1
- Sequential share of power: 0.526
- Chip Area, Yosys: around 850 µm²
- Routed vias/inst: 2.343
- Clk slew on worst S/H paths: about 0.040 ns
- Pleak: between 0.0005 and 0.0006 µW
- Cell Type Count: 4
- Hold Crit Endpoint: sr[20]
- Tot Pwr: 2771 µW
- Post-synthesis sequential area ratio: 0.9956
- Yosys cell count: 34
- Core Area: 0.006756 mm²
- Antenna Cells: 0
- Peak supply drop: about 630 µV
- Avg WL per Cell: 7.049 µm
- Inst Count DP: between 100 and 150
- Max FO, Critical Path: 1
- Cells after synthesis: 34
- Worst Path Arrival: 1.24 ns
- PortBufs: 3
- Synth Area in XOR/XNOR: 0
- DIE AREA: roughly 0.011 mm²
- Core Rows: 30
- Combinational fraction of design power: 0.018
- Slew Limit Fails: 0
- Grt ovf: 0
- CP cell instances: buf_2
- Final instance area: approximately 0.0012 mm²
- Bufs and invs on worst path: 1
- I/O pin count: 5
- Die extent in x: 103 µm
- Gate Area: 0 µm²
- Top Usage Layer GRT: met1
- Yosys adder share: 0
- Largest net degree at the start of global routing: 30
- Area fraction in compound gates: 0
- Final WL: 1.008 mm
- Sw Pwr: 625.8 µW
- Final Skew: 0.05842 ns
- Combinational Gates: 0
- HP Start: sr[19]
- Reg2reg end: sr[0]
- Slowest cell on the critical path: dfrtn_1
- Clock latency (worst-skew pair): 0.33 ns
- Area growth, synth to finish: 37.17%
- Storage element area: 844.6 µm²
- RSZ-0062 raised after global routing: yes
- MaxCap Viol Count: 0
- CP Launch Type: register
- Worst path top cell family by delay: flip-flops
- Worst R2R Path Depth: 0
- Placed inst area: slightly above 0.001 mm²
- Final Core Density: 0.1722
- Worst Slack Setup Final: -0.4400 ns
- CTS sink cnt: 33
- Simple-Gate Area Share: 0
- Fill cell count: 723
- Number of global-route vias before repair: 373
- Clock Power Share: 0.456
- DRT iter0 DRCs: 8
- CTS Buffer Depth: 2
- Syn Std Cell Area: between 800 and 900 µm²
- Non-Filler Instances: 143
- Setup-failing EPs final: 1
- Met3 usage: 0.01693
- GRT met2 Usage: 0.02487
- Hold Fails Final Rpt: 0
- Worst r2r src: in_buffer
- CP Capture Type: output port
- HPWL Detailed: about 600 µm
- Drt drc: 0
- Pwr Density: 2382 mW/mm²
- Sw Share: 0.2258
- Cts hold-fix bufs: 0
- Die Span Y: between 100 and 150 µm
- Number of OpenROAD warnings: between 40 and 50
- Slew margin rel.: 0.9054
kinds of logic (layout without fill, tap and decap cells):
kind of cell,count (synthesis),count (layout)
buffers and inverters,1,30
DFF,33,33
state kept, by name (all words and copies together) (netlist names):
| register | cells |
|---|---|
| sr | 32 |
| in_buffer | 1 |
power by group through the flow:
stage / Sequential, µW / Clock [µW] / Combinational [µW]
CTS: 1460 / 1310 / 51.9
global route: 1460 / 1430 / 56.2
finish: 1460 / 1260 / 49.4
how the worst max path moves through the flow:
stage | startpoint | endpoint | slack (ns)
6_report | sr[31] | spi_o | -0.44
5_1_grt | sr[31] | spi_o | -0.47
4_1_cts | sr[31] | spi_o | -0.45
placed cells by master, fill, tap and decap left out, drive strengths merged:
| master | synthesis | routed |
|---|---|---|
| dfrtn | 17 | 17 |
| inv | 1 | 15 |
| dfstp | 15 | 15 |
| clkbuf | 0 | 6 |
| buf | 0 | 5 |
| clkdlybuf4s50 | 0 | 2 |
| clkinvlp | 0 | 1 |
| bufinv | 0 | 1 |
| dfrtp | 1 | 1 |
repair_timing:
item / in CTS / in global routing
endpoints found under the setup margin: 1 / 1
gates cloned: 0 / 0
resized: 3 / 0
hold endpoints to repair: 0 / 0
final cells by class:
type,count,share of cell area
clock buffer,6,0.06237
clock inverter,17,0.06774
sequential,33,0.7258
tap,80,0.08602
timing repair buffer,7,0.05806
through the flow:
stage | hold slack [ns] | setup TNS, ns | setup slack, ns
after floorplan | -0.09559 | -0.03721 | -0.03721
after global routing | 0.2712 | -0.4665 | -0.4665
after global placement | 0.3009 | -7.824 | -0.5278
after detailed placement | 0.2952 | -8.160 | -0.5193
after CTS | 0.2790 | -0.4538 | -0.4538
final | 0.2770 | -0.4400 | -0.4400
metal layers:
metal / vias to the layer above / part of all wire / wire length [µm]
met3: 2 / 0.11 / 113
li1: 156 / - / -
met5: - / 0 / 0
met2: 10 / 0.36 / 367
met4: 0 / 0.014 / 14
met1: 167 / 0.51 / 513
cells in the mapped netlist, drive strengths merged:
library cell  count  area (µm²)
dfrtp             1       25.02
dfrtn            17       425.4
inv               1       3.750
dfstp            15       394.1
No activity file was given, so power comes from the tool's default toggle rates.
