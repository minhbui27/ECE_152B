===== /design/flow/run.sh =====
#!/bin/bash
# OpenROAD 26Q1-2900-gdf79404cd8, Yosys 0.63+post, stock flow scripts
make -C /OpenROAD-flow-scripts/flow DESIGN_CONFIG=/design/flow/config.mk WORK_HOME=/design/flow/orfs finish

===== /design/flow/config.mk =====
export PLATFORM = sky130hd
export DESIGN_NAME = spi_master
export DESIGN_NICKNAME = spi_master
export VERILOG_FILES = /design/flow/design.v
export SDC_FILE = /design/flow/constraint.sdc
export NUM_CORES = 4
export LEC_CHECK = 1
export CORE_UTILIZATION = 40

===== /design/flow/constraint.sdc =====
current_design spi_master

set clk_period 8.0
set clk_io_pct 0.2

create_clock -name clk0 -period $clk_period [get_ports {clk}]

set non_clock_inputs [all_inputs -no_clocks]
set_input_delay [expr $clk_period * $clk_io_pct] -clock clk0 $non_clock_inputs
set_output_delay [expr $clk_period * $clk_io_pct] -clock clk0 [all_outputs]

===== /design/flow/design.v =====
`timescale 1ns / 1ps
module spi_master #(
    localparam FREQUENCY_RATIO = 16,
    localparam TRANSITION_WIDTH = 32,
    localparam CTRL_CONF = 1,
    localparam CTRL_TRAN = 2
)(
    input               clk,
    input               rst_n,
    input  logic [31:0] ctrl,
    input  logic [31:0] data_tx,
    input  logic        spi_i,
    output logic  [31:0] data_rd,
    output logic         spi_clk,
    output logic         cs_n,
    output logic         spi_o
    );
    enum logic [2:0] {IDLE = 0, SET = 1, TRANSITION = 2} state, nextState;
    logic [3:0] spi_clk_counter_d, spi_clk_counter_q;
    logic [$clog2(TRANSITION_WIDTH):0] shift_counter_d, shift_counter_q;
    logic [TRANSITION_WIDTH-1:0] shift_reg_q, shift_reg_d, data_out_d, data_out_q;
    logic w_once_q, w_once_d;
    logic in_buffer;
    always_ff @(posedge clk or negedge rst_n) begin
        if (~rst_n) begin
            state <= IDLE;
            spi_clk_counter_q <= '0;
            w_once_q <= 0;
            shift_reg_q <= '0;
            shift_counter_q <= '0;
            data_out_q <= '0;
        end 
        else begin
            w_once_q <= w_once_d;
            shift_reg_q <= shift_reg_d;
            state <= nextState;
            spi_clk_counter_q <= spi_clk_counter_d;
            shift_counter_q <= shift_counter_d;
            data_out_q <= data_out_d;
        end
    end
    assign spi_clk = spi_clk_counter_q >= (FREQUENCY_RATIO >> 1);
    assign data_rd = data_out_q;
    assign spi_o = shift_reg_q[TRANSITION_WIDTH-1];
    always_comb begin : state_decode
        nextState = state;
        w_once_d = w_once_q;
        shift_reg_d = shift_reg_q;
        spi_clk_counter_d = 0;
        shift_counter_d = shift_counter_q;
        cs_n = 1;
        data_out_d = data_out_q;
        case(state)
            IDLE: begin
                nextState = SET;
                shift_reg_d = '0;
                w_once_d = 0;
                shift_counter_d = '0;
            end
            SET: begin
                if(ctrl == CTRL_CONF) begin
                    shift_reg_d = data_tx;
                    w_once_d = 1;
                end
                if(ctrl == CTRL_TRAN && w_once_d == 1) begin
                    nextState = TRANSITION;
                end
            end
            TRANSITION: begin
                cs_n = 0;
                if(spi_clk_counter_q == FREQUENCY_RATIO - 1) begin
                    spi_clk_counter_d = 0;
                end
                else spi_clk_counter_d = spi_clk_counter_q + 1;
                if(spi_clk_counter_q == (FREQUENCY_RATIO >> 1)) begin
                    shift_counter_d = shift_counter_q + 1;
                    shift_reg_d = {shift_reg_q[TRANSITION_WIDTH-2:0],spi_i};
                end
                if(shift_counter_q == TRANSITION_WIDTH && (spi_clk_counter_q == FREQUENCY_RATIO - 1)) begin
                    nextState = IDLE;
                    data_out_d = shift_reg_d;
                end
            end
        endcase
    end
endmodule

==> ds_physical_params.txt <==
Implementation parameters

Parameter                              Value

Yosys
  Seq/Total Area, Yosys    0.4571
  Yosys Chip Area    4273 µm²
  Number of flops mapped to enable cells by yosys    0
  Largest area contributor in the synthesized netlist    sky130_fd_sc_hd__dfrtp_1
  Post-synth top cells    77 x sky130_fd_sc_hd__dfrtp_1, 39 x sky130_fd_sc_hd__nor2_1, 36 x sky130_fd_sc_hd__nand2_1, 34 x sky130_fd_sc_hd__o21ai_0, 33 x sky130_fd_sc_hd__mux2i_1
  Async set or reset register ratio after synthesis    1.000
  Distinct lib cells used    42
  Total cells reported by yosys after synthesis    438
  Synth Area per Inst    9.755 µm²
  Top flip-flop cell by instance count after synthesis    sky130_fd_sc_hd__dfrtp_1
  Post-synthesis cell type with the largest instance count    sky130_fd_sc_hd__dfrtp_1
  Cell area after synthesis    4273 µm²
  Synth warnings    1
  Synth flops    78
  Cells after Synth    438
  Biggest area cells    sky130_fd_sc_hd__dfrtp_1 45%, sky130_fd_sc_hd__o221a_1 8.2%, sky130_fd_sc_hd__mux2i_1 7.7%
  Synth top area share    0.4510

Die
  IO Pins    102
  Die X    105.4 µm
  Area of the core    10320 µm²
  Initial cell density of the core    0.4139
  Die Footprint    11100 µm²
  Die Y-Extent    105.4 µm
  Total number of placement rows    37

Route
  Via count    3578
  Overall routed net length    10.15 mm
  Number of design rule violations left after detail routing    0
  ANT nets after route    0
  Via density    5.348
  Routed wirelength normalized by instance count    15.18 µm
  Detailed-router iteration count before antenna repair    4
  1st-iter DRT viols    136
  Number of diodes added for antenna fixing    0

STA
  Sum Neg Setup Slack    0 ns
  Setup violations, final    0
  Final worst hold slack    0.4835 ns
  Tmin final    3.412 ns
  Peak Freq    0.2931 GHz
  RSZ-0062 raised after global routing    no
  Final Hold Violation Tally    0
  Final period util    0.4265
  Final Max-Slew Violation Tally    0
  Fin Clk Skew    0.01354 ns
  Normalized max-slew margin    0.5355
  Transition at the pin with the smallest max-transition slack    0.6968 ns

GRT
  Peak-usage layer in the global routing report    met1
  Number of antenna violations at the first check in global routing    0
  Global route overflow    0
  GR Util All Layers    0.1922
  Met1 usage    0.3128
  First-pass GRT wire length    16.68 mm
  Routing usage on met2    0.2820
  Pin count of the biggest net entering global routing    54
  Met3 layer usage reported by global route    0.03722
  Vias in the first global route    3364

Pwr
  Switching part of the total    0.2206
  Worst VDD drop    0.06550 mV
  Portion of total power attributed to sequential cells    0.529
  Clock power share    0.405
  Gate power share    0.065
  Internal power summed over all cells    579.9 µW
  Power Dens Cells    133.6 nW/µm²
  Net Switching    164.2 µW
  Overall power consumption    744.1 µW
  LEAKAGE    2.480 nW

Clock network
  TritonCTS sink count    78
  # resized after CTS    0
  CTS tree    built
  Clock latency of the later-clocked register in the worst-skew pair    0.35 ns
  Number of buffers created by CTS    9
  Clock Tree Root    sky130_fd_sc_hd__clkbuf_8
  Post-CTS setup buffer count    0
  CTS Hold Buffers Added    0
  Clock transition time at the flip-flop clock pins of the worst setup and hold paths    0.08 ns
  Bufs on Longest Clock Path    2
  H-tree depth reported by CTS    3

Critical path
  Critical-path cell list    clkdlybuf4s50_1, or4_1, nor2_1, nand4_2, o21ai_4, buf_4, o221a_1
  Buffers and inverters on the worst path    2
  Critical register-to-register path endpoint    shift_reg_q[13]$_DFFE_PN0P_
  Critical Path RT    8.28 ns
  Crit Path Class    in2reg
  WP depth    7
  Maximum net fanout on the critical path    31
  CP max-delay cell    sky130_fd_sc_hd__or4_1
  Category of cells accounting for the largest share of critical-path delay    simple AND/OR/NAND/NOR gates
  Worst flop-to-flop path startpoint    spi_clk_counter_q[0]$_DFF_PN0_
  CP endpoint kind    flop
  Reg-to-reg setup timing slack    5.84 ns
  Startpoint type of the worst setup path    input port
  Critical path's largest stage delay    0.51 ns
  Arr. time, crit path    3.69 ns
  Worst Reg-to-Reg Cells    8

Place
  DP Cell Count    653
  Detailed Place HPWL    6.412 mm
  Number of buffer cells added on primary ports    101
  Global placement routability congestion    0.8082

Hold path
  Cell depth of the worst hold path    2
  WHS Endpoint    data_out_q[15]$_DFFE_PN0P_
  Worst Min Path Start    data_out_q[15]$_DFFE_PN0P_
  HP Class    reg2reg

Cells and area
  Final non-filler cell total    669
  Share of layout cells above drive strength 1    0.06942
  Fin util    0.5395
  Post-synthesis to final-layout area growth    30.34%
  Fill cell total of the finished layout    876

Job
  Stage-log warning count    27
  Max Cap Viol    0

Status
  Status    completed
[worst max path at each step]
| stage | slack, ns | start | end |
|---|---|---|---|
| final | 4.59 | ctrl[21] | shift_reg_q[30]$_DFFE_PN0P_ |
| after global routing | 4.44 | ctrl[21] | shift_reg_q[14]$_DFFE_PN0P_ |
| after CTS | 4.58 | ctrl[21] | shift_reg_q[30]$_DFFE_PN0P_ |
[cell families after synthesis]
family                   after synthesis  share of synthesized area
AND-OR/OR-AND                        110                     0.1804
XOR/XNOR                               3                   0.006150
adder cells (fa/ha/maj)                4                    0.01171
buffers and inverters                 39                    0.04304
flip-flops                            78                     0.4571
multiplexers                          33                    0.07731
AND/OR/NAND/NOR                      171                     0.2243
[cell type report]
class,instances,area (µm²),share of cell area
Clock inverter,5,58.81,0.01056
Tap cell,136,170.2,0.03055
Sequential cell,78,1954,0.3509
Inverter,8,30.03,0.005392
Clock buffer,11,141.4,0.02539
Multi-Input combinational cell,321,2138,0.3840
Timing Repair Buffer,110,1076,0.1932
[sequential cells by signal (all words and copies together), names as in the netlist]
signal,flops
state,3
shift_counter_q,6
shift_reg_q,32
spi_clk_counter_q,4
w_once_q,1
data_out_q,32
[placed cells by master (no fill, tap or decap), drive strengths merged, types with 2 or more instances in the layout]
| cell type | Yosys | routed |
|---|---|---|
| clkbuf | 22 | 11 |
| dfrtp | 77 | 77 |
| buf | 9 | 10 |
| clkinvlp | 0 | 2 |
| nor3 | 4 | 4 |
| o21ai | 67 | 67 |
| inv | 8 | 8 |
| a21oi | 7 | 7 |
| clkdlybuf4s50 | 0 | 100 |
| o221a | 31 | 31 |
| ha | 4 | 4 |
| nor4 | 2 | 2 |
| clkinv | 0 | 2 |
| or4 | 8 | 8 |
| nand3 | 2 | 2 |
| nand2 | 36 | 36 |
| nor2 | 41 | 41 |
| mux2i | 33 | 33 |
| nand3b | 32 | 32 |
| xor2 | 2 | 2 |
| nand2b | 32 | 32 |
| and3 | 3 | 3 |
| nor4b | 2 | 2 |
| nand4 | 5 | 5 |
[power groups by stage]
stage	Sequential [mW]	Combinational, mW	Clock (mW)
final	0.394	0.0486	0.302
after global routing	0.394	0.0532	0.326
after CTS	0.394	0.0499	0.309
[metal layers]
metal	wire length [µm]	vias to the layer above
met5	0	-
met4	111	0
met3	681	11
met2	4465	107
met1	4895	1701
li1	-	1759
[metrics by stage]
stage	setup WS, ns	cell area, µm²
after global placement	4.252	5369
after global routing	4.443	5569
final	4.588	5569
after floorplan	4.932	4273
after detailed placement	4.212	5369
after CTS	4.575	5569
[tightest hold or removal path: stages (launching register included)]
cell and delay [ns]:
sky130_fd_sc_hd__dfrtp_1 0.34, sky130_fd_sc_hd__nand2_1 0.05, sky130_fd_sc_hd__o21ai_1 0.06
Power is estimated from default activity; no workload was simulated.
